`/design/flow/config.mk`:
```
export PLATFORM = sky130hd
export DESIGN_NAME = up_down_counter
export DESIGN_NICKNAME = up_down_counter
export VERILOG_FILES = /design/flow/design.v
export SDC_FILE = /design/flow/constraint.sdc
export NUM_CORES = 4
export LEC_CHECK = 1
export CORE_AREA = 10 10 70 70
export DIE_AREA = 0 0 80 80
```
`/design/flow/constraint.sdc`:
```
current_design up_down_counter

set clk_period 1.2
set clk_io_pct 0.2

create_clock -name clk0 -period $clk_period [get_ports {clk}]

set non_clock_inputs [all_inputs -no_clocks]
set_input_delay [expr $clk_period * $clk_io_pct] -clock clk0 $non_clock_inputs
set_output_delay [expr $clk_period * $clk_io_pct] -clock clk0 [all_outputs]
```
`/design/flow/design.v`:
```
`timescale 1ns / 1ps
module up_down_counter(clk, rst, up, out, seg, digit);
    input clk, rst, up;
    output [3:0] out;
    output [6:0] seg;
    output digit;
    reg[3:0] out;
    reg [6:0] seg;
    reg[3:0] temp;
    reg digit;
    initial out = 4'b0000;
    initial digit =0;
    always @(posedge clk)begin
        digit = 1;
        if(up == 1'b1) begin
            out = out + 4'b0001;
            seg[0] = 1'b0; 
            seg[1] = 1'b1;
            seg[2] = 1'b1;
            seg[3] = 1'b1;
            seg[4] = 1'b1;
            seg[5] = 1'b1;
            seg[6] = 1'b0;
            if(rst == 1'b1) out = 4'b0000;
        end
        else begin
            out = out - 4'b0001;
            seg[0] = 1'b0;
            seg[1] = 1'b1;
            seg[2] = 1'b1;
            seg[3] = 1'b1;
            seg[4] = 1'b1;
            seg[5] = 1'b0;
            seg[6] = 1'b1;
            if(rst == 1'b1) out = 4'b0000;
        end
    end
endmodule
```
`/design/flow/run.sh`:
```
#!/bin/bash
# OpenROAD 26Q1-2900-gdf79404cd8, Yosys 0.63+post, stock flow scripts
make -C /OpenROAD-flow-scripts/flow DESIGN_CONFIG=/design/flow/config.mk WORK_HOME=/design/flow/orfs finish
```
==> flow_metrics.tcl <==
# yosys + openroad results
set metrics [dict create \
    syn_inst 30 \
    final_antenna_net_count 0 \
    drv.max_cap_violation_count 0 \
    grt_pass1_wl_mm 1.09 \
    crit_slowest_cell "or4_4" \
    clk_pin_slew_ns 0.05 \
    cp-startpoint "out[1]" \
    syn-cell-area_um2 299 \
    routed_wl_um 690 \
    post-route-worst-setup-slack_ns -0.0661 \
    hold_viol 0 \
    endpoint "out[3]" \
    violations "negative setup slack" \
    comb_power_share 0.251 \
    antenna_cells_inserted 0 \
    critical-path-max-stage-delay_ns 0.48 \
    post-route-min-period_ns 1.27 \
    swShare 0.236 \
    floorplan.initialDensity 0.0875 \
    buffer_ports.inserted 9 \
    cp_data_arrival_time_ns 1.44 \
    critPathMaxFanout 2 \
    routed_via_density 2.47 \
    design.core.area_um2 3420 \
    die_y_um 80 \
    synth_seq_share 0.469 \
    timing.rr.end "out[3]" \
    synthesis.yosys.warnings 1 \
    cts_tree "done" \
    chip_area_from_the_yosys_synthesis_statistics_um2 299 \
    dr_total_vias 232 \
    global_route.usage.total 0.0218 \
    cts_buffers 3 \
    critPathCaptureType "flip-flop" \
    placed_cells_incl_taps 86 \
    synth-edff-count 0 \
    fin_crit_sh 1.06 \
    remaining_design_rule_violation_count 0 \
    startpoint_type "flip-flop" \
    seq_power_share 0.429 \
    cts.sink_count 7 \
    fmax_mhz 790 \
    final_core_utilization 0.149 \
    drt_first_pass_iters 2 \
    power_switching_mw 0.152 \
    crit_type "reg2reg" \
    hpwlAfterDp_um 518 \
    r2r_setup_slack_ns -0.07 \
    regToRegStartpoint "out[1]" \
    avgSynthCellArea_um2 9.97 \
    timing.hold.ws_ns 0.404 \
    worstRegToRegCells 4 \
    yosysCellCount 30 \
    postCtsHoldBufs 0 \
    drt_first_iter_violations 22 \
    area_growth_pct 70.3 \
    post_synthesis_cell_type_with_the_largest_combined_area "dfxtp_1" \
    fillCellCount 388 \
    top_area_frac 0.469 \
    cell_with_the_most_instances_after_synthesis "dfxtp_1" \
    clkLatencyLatePin_ns 0.24 \
    clock_power_share 0.319 \
    post_synth_most_frequent_cells "7 x dfxtp_1, 5 x buf_4, 3 x inv_1, 3 x nor2_1" \
    clk_path_buf_depth 2 \
    routed_wire_length_per_instance_um 7.34 \
    cts_root_buf "clkbuf_4" \
    report.final.setup_viol 2 \
    crit_required_ns 1.38 \
    io_pins 15 \
    ratio_of_cells_with_drive_above_1_in_the_final_layout 0.375 \
    chip_area_um2 6400 \
    non_filler_cells_final 94 \
    design_power_total_mw 0.646 \
    numSynthFlops 7 \
    synth.area.top_cells "dfxtp_1 47%, buf_4 13%, ha_1 8.4%" \
    placement.setup.worst_slack_ns -0.390 \
    pwr_density_cell_nw_per_um2 1270 \
    grt_setup_unrepaired "yes" \
    outcome "finished, violations left" \
    gp_congestion 0.728 \
    pin_count_of_the_biggest_net_entering_global_routing 7 \
    h_tree_lvl_count 1 \
    chipWidth_um 80 \
    synth_cell_type_count 13 \
    final_max_slew_viol_count 0 \
    vdd.ir_drop.worst_v 0.000263 \
    cellInternalPower_mw 0.494 \
    grt_pass1_vias 239 \
    asyncSetResetFlopFracSynth 0 \
    tool_warnings 28 \
    postSynth.topFlopCell "dfxtp_1" \
    worstPathCellList "buf_6 -> or4_4 -> a21o_1 -> a21oi_2" \
    grt_antenna_before_repair 0 \
    power_leakage_nw 0.233 \
    timing.hold.worst.class "in2reg" \
    grt.overflow.total 0 \
    rows 21 \
    finalClockSkew_ns 0.0000603 \
]
[repair_timing]
item                       CTS  global route
gates resized               15             3
buffers inserted             4             0
setup endpoints to repair    8             4
pin swaps                    4             5
hold endpoints to repair     0             0
[final cells by class]
class | instances | area [um^2] | share of cell area
flip-flops and latches | 7 | 148 | 0.290
repair buffers | 15 | 133 | 0.260
well taps | 46 | 57.6 | 0.113
inverters | 3 | 11.3 | 0.0221
multi-input cells | 19 | 134 | 0.263
clock buffers | 4 | 26.3 | 0.0516
[per-stage QoR]
step | area [um^2] | setup TNS [ns]
after global routing | 509 | -0.245
after global placement | 439 | -0.612
after detailed placement | 439 | -0.618
after floorplan | 314 | 0
final | 509 | -0.109
after CTS | 500 | -0.121
[cells in the final DEF (no fill, tap or decap)]
cell / count
a21o_1: 1
ha_2: 2
dlygate4sd2_1: 8
buf_4: 4
dfxtp_2: 3
a21oi_2: 1
dfxtp_1: 3
clkdlybuf4s50_1: 1
nor2_1: 3
buf_6: 2
conb_1: 6
nand4_1: 1
inv_1: 3
or4_4: 1
clkbuf_4: 3
nand3_1: 1
dfxtp_4: 1
xor2_1: 2
clkbuf_1: 1
mux2i_2: 1
[worst max-delay path, delay by kind of cell, from the launching register on]
kind	cells	cell delay, ns
AOI/OAI and AO/OA	2	0.30
buffers and inverters	1	0.11
DFF	1	0.32
and+or+nand+nor	1	0.48
[power groups by stage]
| stage | clock network [mW] | logic, mW | registers [mW] |
|---|---|---|---|
| 6_report | 0.206 | 0.162 | 0.277 |
| 5_1_grt | 0.239 | 0.179 | 0.280 |
| 4_1_cts | 0.212 | 0.159 | 0.276 |
[how the worst min path moves through the flow]
| stage | cells after the start | to | startpoint |
|---|---|---|---|
| CTS | 2 | seg[5] | up |
| global route | 2 | seg[5] | up |
| finish | 2 | seg[5] | up |
[layer usage]
| layer | track usage | vias to the layer above | part of all wire |
|---|---|---|---|
| met3 | 0.0170 | 2 | 0.15 |
| met4 | 0.00704 | 0 | 0.014 |
| met1 | 0.0221 | 99 | 0.37 |
| met5 | 0 | - | 0 |
| met2 | 0.0337 | 11 | 0.47 |
| li1 | - | 120 | - |
[kinds of logic after synthesis]
group,count (synthesis),synth area share
AND/OR/NAND/NOR,6,0.113
XOR/XNOR,2,0.0586
multiplexers,1,0.0335
flip-flops,7,0.469
buffers and inverters,8,0.163
adder cells (fa/ha/maj),2,0.0837
AND-OR/OR-AND,2,0.0544
other,2,0.0251
[state kept, by name, indices dropped and copies added (netlist names)]
| register | count |
|---|---|
| out | 4 |
| seg | 2 |
| digit | 1 |
