===== flow/run.sh =====
#!/bin/bash
# OpenROAD 26Q1-2900-gdf79404cd8, Yosys 0.63+post, stock flow scripts
make -C /OpenROAD-flow-scripts/flow DESIGN_CONFIG=/design/flow/config.mk WORK_HOME=/design/flow/orfs finish

===== flow/config.mk =====
export PLATFORM = sky130hd
export DESIGN_NAME = segm
export DESIGN_NICKNAME = segm
export VERILOG_FILES = /design/flow/design.v
export SDC_FILE = /design/flow/constraint.sdc
export NUM_CORES = 4
export LEC_CHECK = 1
export CORE_AREA = 10 10 70 70
export DIE_AREA = 0 0 80 80

===== flow/constraint.sdc =====
current_design segm

set clk_period 1.2
set clk_io_pct 0.2

create_clock -name clk0 -period $clk_period

set non_clock_inputs [all_inputs -no_clocks]
set_input_delay [expr $clk_period * $clk_io_pct] -clock clk0 $non_clock_inputs
set_output_delay [expr $clk_period * $clk_io_pct] -clock clk0 [all_outputs]

===== flow/design.v =====
`timescale 1ns / 1ps
module segm(
    input a, b, c, d,
    output A, B, C, D, E, F, G, Dp, digit
    );
    assign A = (c&~d)|(a&~b&~c)|(a&~c&~d)|(~a&b&d)|(~a&~b&c)|(a&b&c)|(~a&~b&~d);
    assign B = (~a&~b)|(~a&~c&~d)|(~a&c&d)|(a&~c&d)|(a&~b&~d);
    assign C = (~a&b)|(~c&d)|(a&~b)|(~a&~c&~d)|(~a&c&d);
    assign D = (~a&~b&c)|(b&c&~d)|(~b&c&d)|(~a&~b&~d)|(b&~c&d)|(a&~c&~d);
    assign E = (a&b)|(c&~d)|(a&~b&c)|(~b&~c&~d);
    assign F = (a&~b)|(b&c&~d)|(~c&~d)|(a&c&d)|(~a&b&~c);
    assign G = (a&~b)|(b&c&~d)|(a&b&d)|(~a&b&~c)|(~b&c&d)|(~a&~b&c);
    assign Dp = 1;
    assign digit = A|B|C|D|E|F|G|Dp;
endmodule

==> reports/summary.rpt <==
GRT
--------------------------------------------------------------------------------
M1 GR Usage .......................................................        3.83%
Met3 Track Usage GR ...............................................        1.02%
Via count of the first global-routing pass ........................          276
First-pass GRT wire length ........................................      1380 µm
Grt total ovfl ....................................................            0
Met2 track utilization from global routing ........................        3.45%
Most Crowded Layer GR .............................................         met1
Combined global-route utilization of all metal layers .............        2.54%
Maximum number of pins on one net before global-route repair ......           12
Number of antenna violations at the first check in global routing .            0

SETUP PATH
--------------------------------------------------------------------------------
Worst Path Max Fanout .............................................            4
Startpoint type of the worst setup path ...........................    input pin
Critical Path End Type ............................................ primary output
Setup Crit Path Kind ..............................................       in2out
Required time at the endpoint of the critical path ................       960 ps
Data arrival, critical path .......................................       990 ps

PLACED DESIGN
--------------------------------------------------------------------------------
Tally of buffers added on design ports ............................           11
Cell area after placement .........................................      395 µm²
Global placement routability congestion ...........................        0.757
Number of cells after detailed placement ..........................           95
Detailed placement HPWL ...........................................       630 µm
Worst setup timing slack at the placement stage ...................      -916 ps

TIMING
--------------------------------------------------------------------------------
Worst hold slack across all endpoints .............................       856 ps
Share of the clock period used by the worst path ..................         102%
Setup WS post-layout ..............................................     -28.7 ps
Final period demand of the worst path .............................      1230 ps
Number of endpoints with negative hold slack in the final report ..            0
Pins Over Slew Limit ..............................................            0
Top achievable clock speed ........................................      814 MHz
Unrepaired setup endpoints after global routing ...................          yes
Post-Route Setup TNS ..............................................     -28.7 ps
Final setup violation count .......................................            1

POWER AND IR DROP
--------------------------------------------------------------------------------
Post-route total power ............................................     0.167 mW
Cell leakage power ................................................     0.215 nW
Max IR drop VDD ...................................................    0.0700 mV
PD cells ..........................................................   325 mW/mm²

FLOORPLAN
--------------------------------------------------------------------------------
Top-level port count ..............................................           13
Std-Cell Rows .....................................................           21
Initial core utilization ..........................................        6.78%
Chip height .......................................................        80 µm
Die area ..........................................................  0.00640 mm²
Die X-Extent ......................................................        80 µm
Placeable Area ....................................................  0.00342 mm²

SYNTHESIS
--------------------------------------------------------------------------------
Synthesized chip area reported by yosys ...........................      231 µm²
Synthesized netlist cell count ....................................           37
Unique cell types .................................................           21
Sequential cell area fraction in the yosys report .................           0%
Number of standard cells reported by yosys ........................           37
Mean instance size in the synthesized netlist .....................     6.26 µm²
Mapped cell area ..................................................      231 µm²
Yosys warning count ...............................................            0

OUTCOME
--------------------------------------------------------------------------------
Outcome ........................................................... complete, but fails checks
Violations in the final reports ................................... negative setup slack

FINAL LAYOUT
--------------------------------------------------------------------------------
Core occupancy in the finished layout .............................        15.0%
Layout cells sized above 1 ........................................        67.3%
Number of standard cells in the final layout excluding fillers ....          101
Number of clock buffers in the layout .............................            0
Final Instance Area ...............................................      513 µm²
Register Area .....................................................        0 µm²
Seq Cell Count ....................................................            0
Syn-to-layout area delta ..........................................         122%

ROUTE
--------------------------------------------------------------------------------
ANT cells .........................................................            0
Remaining antenna violation count after routing ...................            0
Count of TritonRoute iterations in the first routing pass .........            3
Remaining routing DRC violations ..................................            0
DRT iter0 DRCs ....................................................           12
Vias after detailed routing .......................................          313
Wire per inst .....................................................      8.91 µm
Vias per std cell .................................................         3.10
Total detailed-routing wirelength .................................       900 µm

FLOW RUN
--------------------------------------------------------------------------------
Max-Cap Viols .....................................................            0
Number of OpenROAD warnings .......................................           34

HOLD PATH
--------------------------------------------------------------------------------
Hold Path Class ...................................................       in2out

CLOCK NETWORK
--------------------------------------------------------------------------------
Hold buffer count at CTS ..........................................            0

cell type report:
cell class / instances / area, µm²
well taps: 46 / 57.6
repair buffers: 23 / 199
inverters: 3 / 13.8
multi-input cells: 29 / 243
fillers: 393 / 2900
final timing paths:
| path | cells after the start | startpoint | end | slack, ps |
|---|---|---|---|---|
| worst min-delay path | 4 | d | G | 860 |
| worst max-delay path | 6 | c | A | -30 |
logic make-up (layout without fill, tap and decap cells):
family | count (synthesis) | in the layout | synth area share, %
XOR/XNOR | 1 | 1 | 3.78
AND-OR/OR-AND | 14 | 14 | 37.8
buffers and inverters | 9 | 26 | 27.6
other | 1 | 2 | 1.62
AND/OR/NAND/NOR | 12 | 12 | 29.2
cell usage in the layout (no fill, tap or decap):
cell type and n:
buf_6 7, buf_2 6, buf_4 6, o21ai_1 3
a21oi_2 3, nand2b_4 2, o21ai_2 2, nand2_1 2
nor3_2 2, nor2_1 2, conb_1 2, buf_8 2
inv_1 1, a22oi_1 1, a31oi_1 1, nor3_4 1
inv_4 1, o211ai_1 1, inv_2 1, o22a_1 1
nand2_4 1, a21oi_1 1, nand3_2 1, xor2_1 1
nor4b_4 1, a31o_1 1, clkbuf_2 1, clkdlybuf4s15_1 1
layer usage:
metal  routed length [µm]  vias up
li1                     -      163
met1                  443      141
met2                  359        9
met3                   98        0
met4                    0        0
met5                    0        -
synthesized netlist by cell type (all sizes together):
cell type	n	share of area, %
buf	6	23
o21ai	5	11
a21oi	4	10
inv	3	4.9
nand2	3	4.9
nor3	3	6.5
nand2b	2	8.6
nor2	2	3.2
a22oi	1	3.2
a31o	1	3.8
a31oi	1	2.7
conb	1	1.6
nand3	1	2.2
nor4b	1	3.8
o211ai	1	3.2
o22a	1	3.8
xor2	1	3.8
worst max-delay path, stage by stage:
cell and delay (ps):
buf_8 100, buf_6 120, nor4b_4 230, a31o_1 150
a21oi_2 30, buf_2 110
timing repair:
| action | in CTS | in global routing |
|---|---|---|
| pin swaps | 6 | 6 |
| gates cloned | 1 | 0 |
| setup endpoints to repair | 7 | 7 |
| gates resized | 58 | 13 |
| hold endpoints to repair | 0 | 0 |
| buffers inserted | 4 | 1 |
report_power, final:
part	switching, mW	internal [mW]
Sequential	0	0
Clock	0	0
Combinational	0.0744	0.0923
No activity file was given, so power comes from the tool's default toggle rates.
