[flow/config.mk]
export PLATFORM = sky130hd
export DESIGN_NAME = BCD
export DESIGN_NICKNAME = BCD
export VERILOG_FILES = /design/flow/design.v
export SDC_FILE = /design/flow/constraint.sdc
export NUM_CORES = 4
export LEC_CHECK = 1
export CORE_AREA = 10 10 70 70
export DIE_AREA = 0 0 80 80
[flow/constraint.sdc]
current_design BCD

set clk_period 5.0
set clk_io_pct 0.2

create_clock -name clk0 -period $clk_period

set non_clock_inputs [all_inputs -no_clocks]
set_input_delay [expr $clk_period * $clk_io_pct] -clock clk0 $non_clock_inputs
set_output_delay [expr $clk_period * $clk_io_pct] -clock clk0 [all_outputs]
[flow/design.v]
`timescale 1ns / 1ps
module BCD(
    input[3:0] a, b,
    input c,
    output [3:0] s,
    output C
    );
    wire c1, c2, c3, k, s0, s1, s2, s3, C1, C2, C3, t;
    assign s0 = a[0]^b[0]^c;
    assign c1 = (a[0]&b[0])|(c&(a[0]^b[0]));
    assign s1 = a[1]^b[1]^c1;
    assign c2 = (a[1]&b[1])|(c1&(a[1]^b[1]));
    assign s2 = a[2]^b[2]^c2;
    assign c3 = (a[2]&b[2])|(c2&(a[2]^b[2]));
    assign s3 = a[3]^b[3]^c3;
    assign k = (a[3]&b[3])|(c3&(a[3]^b[3]));
    assign C = (s3&s2)|(s3&s1)|k;
    assign t = 1'b0;
    assign s[0] = s0^t;
    assign s[1] = s1^C;
    assign C1 = (s1&C);
    assign s[2] = s2^C^C1;
    assign C2 = (s2&C)|(C1&(s2^C));
    assign s[3] = s3^t^C2;
endmodule
[flow/run.sh]
#!/bin/bash
# OpenROAD 26Q1-2900-gdf79404cd8, Yosys 0.63+post, stock flow scripts
make -C /OpenROAD-flow-scripts/flow DESIGN_CONFIG=/design/flow/config.mk WORK_HOME=/design/flow/orfs finish
==> results.cfg <==
; yosys + openroad results
[status]
status = complete, no violations

[worst_setup_path]
critPathSlowestCell = fa_1
critical_path_required_ps = 4000
critPathBufInv = 4
cp_max_fo = 2
setup.worst_path.class = primary input to output pin
crit_end = s[3]
crit_top_cell = fa_2
cp.depth = 12
path_cells = dlygate4sd2_1 -> fa_2 -> inv_2 -> fa_1 -> inv_1 -> fa_2 -> fa_1 -> a21o_1 -> ha_2 -> fa_2 -> xor2_1 -> dlygate4sd2_1
critPathTopFamily = adder cells
crit_arrival_ps = 3780
worstSetupStartpointType = primary input
critPathMaxStageDelay_ps = 450
crit_path_start = a[0]
end_kind = output pin

[final_layout]
fillers = 410
numSequentialCells = 0
stdcell_count = 77
seq_area_sq_um = 0
area_delta_synth_final_pct = 139
drive_gt1_frac = 0.258
clkbuf_count = 0

[place]
gp_congestion = 0.774
dp.cells = 77
port_buffers = 14

[global_routing]
grt-ovfl-total = 0
antenna_found_initial = 0
grt_max_degree = 3
grt_pass1_wl_um = 745
track_usage = 0.0144
grt_pass1_vias = 155

[synthesis]
synthTopLogicFamily = adder cells
yosysCellCount = 15
syn-cell-area_sq_um = 161
top_area_frac = 0.620
synthDistinctLibCells = 7
adder_share = 0.698
area_leaders = fa_1 62%, inv_1 12%, ha_1 7.8%, xor2_1 5.4%, a21o_1 4.7%
synthTopCellsByCount = 5 x fa_1, 5 x inv_1
synthAoiAreaFrac = 0.0465
syn_avg_cell_area_sq_um = 10.8
simple_gate_share = 0.0388
ys_chip_area_sq_um = 161
yosys-mux-area-fraction = 0
yosysSeqAreaShare = 0
postSynthCellCount = 15
xor_share = 0.0543
synth.largest_area_cell = fa_1
ys_warn_count = 0

[power_and_ir_drop]
leakage_nw = 0.169
p_per_area_mw_per_mm2 = 156
ir_drop_mv = 0.0543
total_power_mw = 0.0601

[routing]
vias_per_cell = 1.95
drcViolationCount = 0
drt_pass1_iterations = 2
insertedDiodeCount = 0
wirelength_um = 507
drt_iter0_drc = 2
num_vias = 150
wl_per_cell_um = 6.58
antenna_left = 0

[timing]
finalCritPeriodShare = 0.957
finalHoldViolCount = 0
setup_viol = 0
max_slew_margin = 0.929
worst-slew-pin-transition_ps = 105
rsz0062_at_grt = false
max_clock_freq_ghz = 0.209
drv_slew = 0
min_period_ps = 4780

[die]
dieArea_sq_mm = 0.00640
die_height_um = 80
core_sq_mm = 0.00342
num_io_pins = 14
rows = 21
die_width_um = 80
initial_core_util = 0.0473

[clock_network]
postCtsSetupBuffers = 0

[worst_hold_path]
hp-class = primary input to output pin
whs_path_depth = 3

[flow_run]
warnings = 33
max_cap_violations = 0
-- layout make-up --
class | count | area, sq um | area share
inverters | 5 | 18.8 | 0.0487
well taps | 46 | 57.6 | 0.149
multi-input cells | 9 | 145 | 0.377
repair buffers | 17 | 164 | 0.425
-- timing repair --
action / in CTS / in global routing
hold buffers: 0 / 0
resized: 8 / 2
endpoints found under the setup margin: 2 / 2
pin swaps: 2 / 3
gates cloned: 0 / 0
-- power breakdown --
group | internal [mW] | total (mW) | leakage [nW] | switching (mW)
sequential | 0 | 0 | 0 | 0
clock | 0 | 0 | 0 | 0
combinational | 0.0405 | 0.0601 | 0.169 | 0.0196
total | 0.0405 | 0.0601 | 0.169 | 0.0196
-- layer usage --
| layer | track usage | vias up | wire length (um) |
|---|---|---|---|
| li1 | - | 74 | - |
| met1 | 0.0201 | 65 | 270 |
| met2 | 0.0225 | 11 | 182 |
| met3 | 0.00455 | 0 | 54 |
| met4 | 0 | 0 | 0 |
| met5 | 0 | - | 0 |
-- worst min path at each step --
stage | start | endpoint | slack, ps
final | b[0] | s[0] | 2750
after global routing | b[0] | s[0] | 2770
after CTS | a[0] | s[0] | 2890
-- stage by stage --
stage / TNS, ps / worst slack [ps] / hold slack [ps] / util / cell area, sq um
3_5_place_dp: -787 / -434 / 3080 / 0.110 / 374
6_report: 0 / 216 / 2750 / 0.113 / 385
5_1_grt: 0 / 94.9 / 2770 / 0.113 / 385
2_1_floorplan: 0 / 618 / 2210 / - / 161
3_3_place_gp: -756 / -417 / 3090 / 0.110 / 374
4_1_cts: -33.9 / -22.5 / 2890 / 0.111 / 380
-- cell usage in the layout (no fill, tap or decap) --
cell and n:
a21o_1 1, buf_4 3, clkdlybuf4s50_1 9, dlygate4sd2_1 3
dlymetal6s2s_1 2, fa_1 2, fa_2 3, ha_2 1
inv_1 4, inv_2 1, nand2b_1 1, xor2_1 1
-- logic make-up (layout without fill, tap and decap cells) --
| logic type | Yosys count | after routing |
|---|---|---|
| buffers and inverters | 6 | 22 |
| XOR/XNOR | 1 | 1 |
| adder cells (fa/ha/maj) | 6 | 6 |
| AND/OR/NAND/NOR | 1 | 1 |
| AND-OR/OR-AND | 1 | 1 |
No activity file was given, so power comes from the tool's default toggle rates.
